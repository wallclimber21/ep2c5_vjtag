--- design/flow/design.v ---
module vjtag_client(
		input	wire		tck,
		input	wire		tdi,
		output	reg			tdo,
		input	wire [1:0]	ir_in,
		input	wire		virtual_state_sdr,
		input	wire		virtual_state_udr,
		output	reg [2:0]	leds
	);
	wire select_dr0		= (ir_in == 2'd0);
	wire select_dr1		= (ir_in == 2'd1);
	reg			dr0_bypass;
	reg [6:0]	dr1;
	always @(posedge tck) 
	begin
		if (virtual_state_sdr) begin
			if (select_dr0) begin
				dr0_bypass <= tdi;
			end
			else if (select_dr1) begin
				dr1 <= {tdi, dr1[6:1] };
			end
		end
	end
	always @*
	begin
		if (select_dr1) begin
			tdo <= dr1[0];
		end
		else begin
			tdo <= dr0_bypass;
		end
	end
	always @(posedge tck)
	begin
		if (virtual_state_udr) begin
			leds = { dr1[1], dr1[0] };
		end
	end
endmodule
--- design/flow/run.sh ---
#!/bin/bash
# OpenROAD 26Q1-2900-gdf79404cd8, Yosys 0.63+post, stock flow scripts
make -C /OpenROAD-flow-scripts/flow DESIGN_CONFIG=/design/flow/config.mk WORK_HOME=/design/flow/orfs finish
--- design/flow/config.mk ---
export PLATFORM = sky130hd
export DESIGN_NAME = vjtag_client
export DESIGN_NICKNAME = vjtag_client
export VERILOG_FILES = /design/flow/design.v
export SDC_FILE = /design/flow/constraint.sdc
export NUM_CORES = 4
export LEC_CHECK = 1
export CORE_AREA = 10 10 70 70
export DIE_AREA = 0 0 80 80
--- design/flow/constraint.sdc ---
current_design vjtag_client

set clk_period 1.6
set clk_io_pct 0.2

create_clock -name clk0 -period $clk_period [get_ports {tck}]

set non_clock_inputs [all_inputs -no_clocks]
set_input_delay [expr $clk_period * $clk_io_pct] -clock clk0 $non_clock_inputs
set_output_delay [expr $clk_period * $clk_io_pct] -clock clk0 [all_outputs]
==> results.yml <==
# synthesis and place-and-route metrics
logic_synthesis:
  synth_top_cell_by_count: "edfxtp_1"
  yosys_warnings: 1
  synth_cell_type_count: 7
  synth.top_cell.area_share: 0.839
  yosysTopAreaCell: "edfxtp_1"
  yosys_cells: 16
  edf_count: 10
  ys_dominant_reg_cell: "edfxtp_1"
  seq_area_frac_synth: 0.839
  syn_area_um2: 358
  ys_area_um2: 358
  synth_flops: 10
  top_cells_by_area: "edfxtp_1 84%, mux2_4 4.2%, nor2b_4 3.8%"
  synth-async-reset-ratio: 0
  syn-instance-count: 16
  syn_area_per_cell_um2: 22.4
final_timing:
  fmax_mhz: 659
  period_needed_ns: 1.52
  drv_slew: 0
  finalClockPeriodUsage: 0.948
  fin_skew_ns: 0.000370
  rsz0062_at_grt: "no"
  setup_viol: 0
  fin_tns_setup_ns: 0
  hold_viol: 0
critical_path:
  arrival_ns: 1.20
  worstReg2RegEnd: "leds[0]"
  cp.required_ns: 1.28
  reg2reg_from: "dr1[0]"
  worst_setup_path_start_kind: "input pin"
  critPathKind: "input pin to output pin"
  cp-startpoint: "ir_in[0]"
  cp-endpoint: "tdo"
  crit_fanout: 3
  rrSetupSlack_ns: 0.94
  reg2regPathDepth: 0
  crit_path_end_kind: "output pin"
global_route:
  grt_pass1_vias: 175
  grt_pass1_wl_um: 869
  grt_max_degree: 8
  antenna_found_initial: 0
  gr-usage-all-layers: 0.0185
  grt_overflow_total: 0
clock_tree:
  cts_inserted_buffers: 3
  cts_tree: "done"
  cts_sinks: 10
  path_clk_slew_ns: 0.06
  cts-root-buf: "clkbuf_4"
  clock_latency_ns: 0.25
  ctsLongestPathBuffers: 2
  cts-hold-fix-buffers: 0
  h-tree-depth: 1
finish:
  fin_util: 0.150
  syn_to_final_growth_pct: 43.0
  drive_above_1_share: 0.308
  n_fill_cell: 383
worst_hold_path:
  worstHoldPathType: "flop to flop"
route:
  ant_nets: 0
  antenna_cells: 0
  routed_via_density: 2.38
  drcViolationCount: 0
  wire_per_inst_um: 7.71
  drt_first_iter_violations: 19
  drt_first_pass_iters: 4
  vias: 171
  wl_um: 555
floorplan:
  io_pins: 10
  die_width_um: 80
  initCoreUtil: 0.105
  dieArea_um2: 6400
  num_rows: 21
  core_um2: 3420
  fp.dieH_um: 80
flow_run:
  warning_count: 25
  drv_cap: 0
placed_design:
  gp_congestion: 0.619
  port_buffers: 8
power:
  vdd_drop_max_mv: 0.448
  power_per_cell_area_nw_per_um2: 949
  power.leakage_nw: 0.167
outcome:
  status: "finished clean"
worst max-delay path, stage by stage:
cell and delay [ns]:
clkdlybuf4s15_2 0.20, nor2b_4 0.14, mux2_4 0.29, dlygate4sd2_1 0.25
cell type report:
| type | count | area, µm² | area share |
|---|---|---|---|
| flip-flops and latches | 10 | 300 | 0.587 |
| repair buffers | 8 | 81.3 | 0.159 |
| well taps | 46 | 57.6 | 0.112 |
| multi-input cells | 5 | 50.0 | 0.0978 |
| clock buffers | 3 | 22.5 | 0.0440 |
worst min-delay path by stage:
stage	start	to	slack [ns]	cells past startpoint
6_report	dr1[2]	dr1[1]	0.42	0
5_1_grt	dr1[5]	dr1[4]	0.44	0
4_1_cts	dr1[2]	dr1[1]	0.42	0
cells in the final DEF (no fill, tap or decap):
| cell | netlist | routed |
|---|---|---|
| nor2b_4 | 1 | 1 |
| conb_1 | 1 | 1 |
| clkdlybuf4s15_2 | 0 | 2 |
| mux2_4 | 1 | 1 |
| nor3b_1 | 1 | 1 |
| dlygate4sd2_1 | 0 | 1 |
| and3b_2 | 1 | 1 |
| edfxtp_1 | 10 | 10 |
| clkdlybuf4s50_1 | 0 | 5 |
| clkbuf_4 | 0 | 3 |
kinds of logic (layout without fill, tap and decap cells):
family,count (synthesis),in the layout,share of synthesized area
buffers and inverters,1,11,0.0210
flip-flops,10,10,0.839
multiplexers,1,1,0.0419
other,1,1,0.0105
AND/OR/NAND/NOR,3,3,0.0874
stage by stage:
stage | area (µm²) | setup WS [ns] | hold slack [ns] | total power [mW] | cells
2_1_floorplan | 358 | 0.569 | 0.400 | 0.312 | 16
3_3_place_gp | 488 | -0.414 | 0.406 | 0.334 | 69
3_5_place_dp | 488 | -0.440 | 0.405 | 0.335 | 69
4_1_cts | 512 | 0.0722 | 0.416 | 0.495 | 72
5_1_grt | 512 | 0.0445 | 0.439 | 0.517 | 72
6_report | 512 | 0.0834 | 0.416 | 0.485 | 72
per-layer routing:
| layer | GRT usage | up-vias | routed length, µm | part of all wire |
|---|---|---|---|---|
| li1 | - | 81 | - | - |
| met1 | 0.0263 | 78 | 270 | 0.49 |
| met2 | 0.0169 | 12 | 184 | 0.33 |
| met3 | 0.0216 | 0 | 99 | 0.18 |
| met4 | 0.00176 | 0 | 0 | 0 |
| met5 | 0 | - | 0 | 0 |
registers in the layout, indices dropped and copies added (netlist names):
signal / cells
leds: 2
dr1: 7
dr0_bypass: 1
power breakdown:
group	internal (mW)	switching [mW]	leakage [nW]
Combinational	0.0205	0.00931	0.0602
Clock	0.0861	0.0726	0.0138
Sequential	0.295	0.00176	0.0930
Total	0.402	0.0837	0.167
repair_timing:
item                       CTS  global route
setup buffers                0             0
setup endpoints to repair    1             0
gates resized                7             0
Power and IR drop assume default switching activity.
